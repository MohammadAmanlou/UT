--- flow/design.v ---
module reg_file (wr_data, rd_reg1, rd_reg2, wr_reg, reg_write, rst, clk, rd_data1, rd_data2);
  input [31:0] wr_data;
  input [4:0] rd_reg1, rd_reg2, wr_reg;
  input reg_write, rst, clk;
  output [31:0] rd_data1, rd_data2;
  reg [31:0] register_file [0:31];
  integer i;
  assign rd_data1 = (rd_reg1 == 5'b0) ? 32'd0 : register_file[rd_reg1];
  assign rd_data2 = (rd_reg2 == 5'b0) ? 32'd0 : register_file[rd_reg2];
  always @(posedge clk)
    if (rst == 1'b1)
      for (i=0; i<32 ; i=i+1 )
        register_file[i] <= 32'd0;
    else if (reg_write == 1'b1)
      if(wr_reg != 5'd0)
        register_file[wr_reg] <= wr_data;
endmodule
--- flow/run.sh ---
#!/bin/bash
# OpenROAD 26Q1-2900-gdf79404cd8, Yosys 0.63+post, stock flow scripts
make -C /OpenROAD-flow-scripts/flow DESIGN_CONFIG=/design/flow/config.mk WORK_HOME=/design/flow/orfs finish
--- flow/config.mk ---
export PLATFORM = sky130hd
export DESIGN_NAME = reg_file
export DESIGN_NICKNAME = reg_file
export VERILOG_FILES = /design/flow/design.v
export SDC_FILE = /design/flow/constraint.sdc
export NUM_CORES = 4
export LEC_CHECK = 1
export CORE_UTILIZATION = 30
--- flow/constraint.sdc ---
current_design reg_file

set clk_period 26.2
set clk_io_pct 0.2

create_clock -name clk0 -period $clk_period [get_ports {clk}]

set non_clock_inputs [all_inputs -no_clocks]
set_input_delay [expr $clk_period * $clk_io_pct] -clock clk0 $non_clock_inputs
set_output_delay [expr $clk_period * $clk_io_pct] -clock clk0 [all_outputs]
==> Slide: Implementation Results <==
Implementation Results

GRT
  – Initial antenna violation count: 16
  – Largest net degree at the start of global routing: 94
  – Gr ovfl total: 0
  – GRT Total Usage: 0.224
  – First-pass GRT wire length: 267,000 um
  – Vias in the first global route: 36,000

Final timing
  – Final TNS setup: 0 ns
  – Final Max Slew Viols: 0
  – RSZ-0062 raised after global routing: false
  – Max Fclk: 0.0657 GHz
  – Final period util: 0.581
  – Relative slew margins: 0.345
  – Fin crit period: 15.22 ns
  – Actual slew at the worst max-slew pin: 0.980 ns
  – Endpoints failing setup: 0
  – Fin. Hold Viols: 0
  – Final hold slack: 5.18 ns

Routing
  – DRC Markers: 0
  – Initial DRT Pass Iterations: 7
  – DR vias/cell: 5.50
  – Final WL: 189,000 um
  – Via Count: 32,900
  – Detailed router's first-iteration violation count: 2,099
  – Final ANT Viol Nets: 0
  – Routed length per instance: 31.6 um

Power
  – P_leak: 20.7 nW
  – Clock network power share: 0.389
  – Switching part of the total: 0.243
  – Internal power: 3.00 mW
  – Net Sw Power: 0.963 mW
  – Seq pwr share: 0.489
  – Max VDD drop: 50.2 uV
  – Cell area power density: 64.3 mW/mm^2
  – Combinational share of power: 0.122

Clock tree
  – CTS tree: built
  – CTS Buf Count: 105
  – Clk sink count: 1,024
  – Hold buffer count at cts: 0
  – Root Driver: clkbuf_16
  – H-tree Lvls: 3
  – Clock buffer depth: 3
  – Post-CTS Resized: 0
  – Postcts setup bufs: 0
  – Clock transition at path regs: 0.06 ns

Floorplanning
  – Floorplan utilization: 0.303
  – Row Count: 155
  – Die area: 0.182 sq mm
  – IO Count: 114
  – Die Ht: 427 um
  – Die X-Extent: 427 um
  – Core ar.: 0.179 sq mm

Setup path
  – Delay-heaviest family, CP: buffers and inverters
  – Crit path top cell by count: buf_4
  – CP peak stage delay: 0.68 ns
  – Slowest stage cell on the critical path: buf_4
  – Worst setup SP type: input pin
  – CP Buf/Inv Count: 5
  – CP Max Fanout: 49
  – Setup Crit Path Kind: input pin to primary output
  – WP data required: 20.96 ns
  – Critical Path, Cell by Cell: buf_8, buf_4, buf_4, buf_4, mux4_2, a221oi_1, o21ai_0, and3_1, clkdlybuf4s50_1
  – Crit. End Element: primary output
  – Worst EP arrival: 9.98 ns

Job
  – Total tool warning count: 26
  – MaxCap Viol Count: 0

Synthesis
  – Cells after Synth: 3,502
  – Yosys warns: 1
  – # Cells Yosys: 3,502
  – Primary FF master, synth: edfxtp_1
  – Synthesized area: 0.0542 sq mm
  – Synthesis area per yosys: 0.0542 sq mm
  – Post-synth EDFFs: 1,024
  – Async SR Flop Fraction: 0
  – Post-synth regs: 1,024
  – Seq/Total Area, Yosys: 0.567
  – Distinct cells, synth: 42
  – Syn avg cell area: 15.5 sq um

Worst hold path
  – Hold crit path type: input pin to register

Status
  – Outcome: finished, final reports clean

Placed design
  – Routability cong.: 0.890
  – HPWL Detailed: 111,000 um
  – Buffers added on ports: 113

Finish
  – Biggest regs: register_file (1024)
  – Filler cell count: 16,700
  – Layout cells sized above 1: 0.251
  – Flip-flop count of the largest register after layout: 1,024
  – Largest Register: register_file
  – Area grow syn2layout: 13.8%
[power groups by stage]
stage         clock network, mW  registers, mW  logic [mW]
CTS                        1.56           1.94       0.485
global route               1.62           1.95       0.509
finish                     1.54           1.94       0.485
[layout by cell type, fill, tap and decap left out, drive strengths merged, types with 14 or more instances in the layout]
cell type and count:
a2111oi 55, a22o 51, a22oi 16, and2 995, buf 186, bufinv 14
clkbuf 136, clkdlybuf4s50 103, clkinv 41, conb 32, edfxtp 1024, mux2 30
mux2i 150, mux4 472, nor2 36, nor2b 14, nor3 54, o22ai 103
or2 33
[worst paths after layout]
path              startpoint                            endpoint  slack, ns  cells after the start
hold / removal           rst  register_file[0][16]$_SDFFCE_PN0P_       5.18                      2
setup / recovery  rd_reg2[0]                         rd_data2[9]      10.98                      9
[per-stage QoR]
stage                     utilization  total power [mW]  instances  instance area (sq um)  setup WS (ns)
after floorplan                     -              2.24       3533                  54300          14.12
after global placement          0.325              2.45       5790                  58200          10.86
after detailed placement        0.325              2.45       5790                  58200          10.83
after CTS                       0.345              3.98       5986                  61700          10.84
after global routing            0.345              4.08       5987                  61700          10.69
final                           0.345              3.97       5993                  61700          10.98
[cells by family (layout without fill, tap and decap cells)]
family / count (synthesis) / in the layout / share of synthesized area
AND/OR/NAND/NOR: 1177 / 1177 / 0.133
flip-flops: 1024 / 1024 / 0.567
multiplexers: 652 / 652 / 0.230
buffers and inverters: 389 / 487 / 0.0332
AND-OR/OR-AND: 259 / 259 / 0.0365
other: 1 / 39 / 0.0000691
[area by class of cell]
cell class                      count  area [sq um]  area share
Clock buffer                      136          2830      0.0459
Timing Repair Buffer              289          2480      0.0403
Inverter                            2          7.51    0.000122
Clock inverter                     60           641      0.0104
Sequential cell                  1024         30700       0.498
Antenna cell                        7          17.5    0.000284
Multi-Input combinational cell   2120         22000       0.357
Tap cell                         2355          2950      0.0478
[layer usage]
metal,vias to the layer above,wire [um],GRT usage
li1,13600,-,-
met1,16300,60000,0.245
met2,2539,87800,0.331
met3,478,32200,0.167
met4,12,9150,0.0836
met5,-,199,0.0106
[Yosys cell counts (5+ instances only)]
cell type,count,share of area
mux2i_1,150,0.028
clkbuf_1,275,0.019
nor2_1,36,0.0025
mux4_2,472,0.20
o22ai_1,103,0.012
nor2b_1,14,0.0016
and2_1,995,0.11
nor4_1,6,0.00069
a22oi_1,16,0.0022
a21oi_1,12,0.0011
buf_2,42,0.0039
a2111oi_0,14,0.0023
a2111oi_1,41,0.0076
a22o_1,51,0.0082
nand2_1,7,0.00048
buf_6,22,0.0046
nand2b_1,5,0.00058
edfxtp_1,1024,0.57
nand3_1,5,0.00046
buf_4,32,0.0044
or2_2,33,0.0038
buf_1,16,0.0011
nand3b_1,5,0.00069
mux2_2,30,0.0062
nor3_1,54,0.0050
a211oi_1,7,0.00097
No activity file was given, so power comes from the tool's default toggle rates.
