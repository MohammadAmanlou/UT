--- /design/flow/run.sh ---
#!/bin/bash
# OpenROAD 26Q1-2900-gdf79404cd8, Yosys 0.63+post, stock flow scripts
make -C /OpenROAD-flow-scripts/flow DESIGN_CONFIG=/design/flow/config.mk WORK_HOME=/design/flow/orfs finish
--- /design/flow/config.mk ---
export PLATFORM = sky130hd
export DESIGN_NAME = Buffer_16x4
export DESIGN_NICKNAME = Buffer_16x4
export VERILOG_FILES = /design/flow/design.v
export SDC_FILE = /design/flow/constraint.sdc
export NUM_CORES = 4
export LEC_CHECK = 1
export CORE_UTILIZATION = 50
--- /design/flow/constraint.sdc ---
current_design Buffer_16x4

set clk_period 14.0
set clk_io_pct 0.2

create_clock -name clk0 -period $clk_period [get_ports {clk}]

set non_clock_inputs [all_inputs -no_clocks]
set_input_delay [expr $clk_period * $clk_io_pct] -clock clk0 $non_clock_inputs
set_output_delay [expr $clk_period * $clk_io_pct] -clock clk0 [all_outputs]
--- /design/flow/design.v ---
module Buffer_16x4 (
  input [31:0] data_in,
  input we, clk, shift_up,
  input [8:0] address,
  output reg [127:0] data_out
);
wire [31:0] temp;
assign temp = {data_in[7:0],data_in[15:8],data_in[23:16],data_in[31:24]};
reg [127:0] data [3:0];
integer i ;
always @(posedge clk) begin
  if (shift_up) begin
    for (i = 0; i < 3; i = i+1) begin
      data[i] <= data[i + 1];
    end
  end
  if (we) begin
    for (i = 0; i < 8; i = i+1) begin
      data[address[5:4]][address[3:0] * 8 + i] <= temp[0 + i];
      data[address[5:4]][address[3:0] * 8 + i + 8] <= temp[ 8 + i];
      data[address[5:4]][address[3:0] * 8 + i + 16] <= temp[16 + i];
      data[address[5:4]][address[3:0] * 8 + i + 24] <= temp[24+i];
    end
  end
end
always @(*) begin
  for (i =0 ; i < 32 ; i= i +1)begin
	data_out[i] = data[0][8*address+i];
	data_out[i + 32] = data[1][8*address+i];
	data_out[i + 64] = data[2][8*address+i];
	data_out[i + 96] = data[3][8*address+i];
  end
end
endmodule
==> results_slide.txt <==
Physical Implementation Snapshot

STA
  • Worst-Margin Slew: ~1.7 ns
  • Max-slew headroom: -0.1325
  • Max Slew Vio Count: 2
  • Minimum clock period: 10.38 ns
  • RSZ-0062 raised after global routing: no
  • Final setup TNS: 0 ns
  • Clk_skew: slightly below 0.03 ns
  • Fmax achieved: around 96 MHz
  • Final worst path period share: 0.7415
  • Fin. Hold Viols: 0
  • Endpoints failing setup: 0

Setup path
  • Internal reg-to-reg setup slack: 12.54 ns
  • Worst-path maximum fanout: around 100
  • Crit path DAT: 7.58 ns
  • CP startpoint: address[0]
  • Critical path class: primary input to output port
  • Reg2reg start: data[1][65]
  • Worst reg2reg path depth: 2
  • Startpoint Class: primary input
  • CP top delay family: buffers and inverters
  • Required @ worst endpoint: around 11 ns
  • Setup crit end kind: output port
  • Slowest stage delay, CP: around 0.84 ns
  • Reg-to-Reg End: data[0][65]
  • CP bufs+invs: 5
  • Slowest CP cell: a22oi_1
  • Critical Path, Cell by Cell: buf_8, buf_4, buf_4, buf_12, mux2i_1, nor2_1, mux4_2, a22oi_1, nor2_1, clkdlybuf4s50_1

Cells and area
  • Top flop regs: data x512
  • Largest register by flop count: data
  • Post-layout util: 0.5647
  • Final instance area: between 40,000 and 50,000 sq um
  • Fill count: ~7,400
  • Layout area overhead: 11.98%
  • Top Layout Cells: nor2_1 (645), nand2_1 (549), edfxtp_1 (512)
  • Finished Layout Cells: roughly 5,900
  • Most frequent logic cell in the layout: nor2_1
  • Max reg flops: 512
  • Layout cells sized above 1: 0.1293

Detailed routing
  • Iter 0 DRT Violations: roughly 5,500
  • Final wirelength: 234,200 microns
  • Via count: between 40,000 and 50,000
  • Tally of nets with antenna violations remaining after routing: 0
  • DRT Pass-1 Iters: 9
  • Post-route DRC: 0
  • Vias per inst: between 7 and 8
  • Wire per inst: just under 40 microns

Clocking
  • Post-CTS Setup Repair Bufs: 0
  • Root Driver: clkbuf_16
  • CTS tree: yes
  • Clk sinks: 512
  • Largest buffer count on any clock path: 3
  • CTS Buf Count: roughly 57
  • Worst-path clk slew: around 0.060 ns
  • H-tree Lvls: 2
  • Hold buffer count at CTS: 0
  • Resized cells post-CTS: 0
  • Skew-Pair Late Insertion Delay: ~0.64 ns

Hold path
  • Hold path depth: 2
  • HP Start: data[2][2]
  • Hold Crit Class: register to register
  • Hold endpoint: data[1][2]

GRT
  • Initial antenna violation count: 12
  • Largest net degree at the start of global routing: roughly 160
  • First-pass GRT wire length: 316,400 microns
  • Vias in the first global route: approximately 40,000
  • GRT Util Overall: 0.5818
  • Grt ovf: 0

Die
  • Die Height: about 290 microns
  • FP Core Util: 0.5043
  • # rows: between 100 and 150
  • Ports: 172
  • CORE AREA: ~83,000 sq um
  • Die W: slightly below 300 microns
  • Die ar.: 85,300 sq um

Placement
  • Hpwl dp: approximately 180,000 microns
  • Gpl congestion: approximately 1.2
  • PortBufs: roughly 170
  • DP Cell Count: a little under 6,000
  • DP Area: roughly 45,000 sq um

Yosys
  • Yosys reg bits: roughly 510
  • # Cells Yosys: between 4,000 and 5,000
  • Most common flop cell mapped by yosys: edfxtp_1
  • Sequential-to-total area share from yosys stat: 0.3655
  • Post-synth EDFFs: about 510
  • Post-Syn Instances: approximately 4,800
  • Synth Area per Inst: 8.851 sq um
  • Post-synthesis cell type count: between 80 and 90
  • Cell Area, Synth: around 42,000 sq um
  • Synth async-reset ratio: 0
  • Yosys Chip Area: 42,070 sq um
  • Yosys Warn Count: 1

Outcome
  • Failing checks: max-capacitance violations, max-slew violations
  • Status: finished, violations left

Power and ir drop
  • Lkg Pwr: ~18 nW
  • Worst VDD drop: ~120 uV
  • PwrDens: roughly 100 nW/um^2

Job
  • Max-cap violations: 1
  • Total tool warning count: between 50 and 60
## through the flow
step / hold WS, ns / setup WS, ns / power, W
floorplan: 0.5156 / 6.722 / 0.002471
global route: 0.6021 / 3.574 / 0.004772
CTS: 0.5526 / 3.837 / 0.004620
finish: 0.5552 / 3.618 / 0.004705
detailed placement: 0.5440 / 3.846 / 0.003000
global placement: 0.5458 / 3.872 / 0.002994
## per-layer routing
metal,vias up,share of wire,global-route usage
met5,-,0.0075,0.1577
met3,972,0.18,0.4150
met4,46,0.10,0.4422
li1,17820,-,-
met1,19890,0.32,0.6685
met2,3751,0.39,0.7334
## worst reg2reg max path, stage by stage, from the launching register on
cell	delay [ns]
edfxtp_1	0.62
nand2_1	0.11
o31ai_1	0.35
## how the worst max path moves through the flow
stage | endpoint | slack [ns] | cells after the start
after CTS | data_out[29] | 3.84 | 10
after global routing | data_out[33] | 3.57 | 10
final | data_out[33] | 3.62 | 10
## final cells by class
class                      instances  area, sq um  share of cell area
timing repair buffer             401         3522             0.07477
sequential                       512        15370              0.3264
inverter                         113        430.4            0.009137
antenna                           18        45.04           0.0009562
tap                             1080         1351             0.02869
clock buffer                      58         1430             0.03036
multi-input combinational       3679        24360              0.5171
clock inverter                    47        593.1             0.01259
## kinds of logic after synthesis
family | synth area share
fa+ha+maj | 0.002974
buf+inv | 0.05672
xor+xnor | 0.0007733
simple gates | 0.1839
flops | 0.3655
compound gates | 0.1881
mux | 0.2021
## cells in the mapped netlist (31+ instances only)
master	n	area (sq um)
nor2_1	649	2436
nand2_1	549	2061
edfxtp_1	512	15370
mux2i_1	460	4604
o21ai_0	460	2302
a21oi_1	261	1306
clkbuf_1	241	904.6
nor3_1	155	775.7
buf_2	152	760.7
mux4_2	132	2973
inv_1	113	424.2
a221oi_1	97	849.6
nand3_1	96	480.5
mux2_2	82	923.4
a211oi_1	72	540.5
nand2b_1	64	400.4
and3_1	62	387.9
nand4_1	45	281.5
o31ai_1	45	337.8
a22oi_1	40	300.3
and2_1	33	206.5
buf_1	33	123.9
o21ai_1	31	155.2
## report_power, final
group	internal (W)	switching, W	total, W
Sequential	0.00180	0.000110	0.00191
Combinational	0.000369	0.000781	0.00115
Clock	0.000971	0.000678	0.00165
No activity file was given, so power comes from the tool's default toggle rates.
