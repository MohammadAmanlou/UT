## config.mk

```make
export PLATFORM = sky130hd
export DESIGN_NAME = ID_EX_Regs
export DESIGN_NICKNAME = ID_EX_Regs
export VERILOG_FILES = /design/flow/design.v
export SDC_FILE = /design/flow/constraint.sdc
export NUM_CORES = 4
export LEC_CHECK = 1
export CORE_AREA = 10 10 233 233
export DIE_AREA = 0 0 243 243
```

## constraint.sdc

```tcl
current_design ID_EX_Regs

set clk_period 1.0
set clk_io_pct 0.2

create_clock -name clk0 -period $clk_period [get_ports {clk}]

set non_clock_inputs [all_inputs -no_clocks]
set_input_delay [expr $clk_period * $clk_io_pct] -clock clk0 $non_clock_inputs
set_output_delay [expr $clk_period * $clk_io_pct] -clock clk0 [all_outputs]
```

## design.v

```verilog
module Register(clk,en,clr,in,out);
	input clk,en,clr;
	input[31:0] in;
	output reg[31:0] out={32{1'b0}};
	always@(posedge clk)begin
		if(clr)
		    	out<={32{1'b0}};
		else if(en)
			out<=in;
	end
endmodule
module IF_ID_Regs(input clk,sclr,en,input[31:0] InstrF,PCF,PCPlus4F,output[31:0] InstrD,PCD,PCPlus4D);
	Register	R33(clk,en,sclr,InstrF,InstrD);
	Register	R34(clk,en,sclr,PCF,PCD);
	Register	R35(clk,en,sclr,PCPlus4F,PCPlus4D);
endmodule
module ID_EX_Regs(input clk,sclr,RegWriteD,MemWriteD,ALUSrcD,JumpD,BranchD,JalrD,input[1:0] ResultSrcD,input [2:0] ALUControlD,func3D,input[4:0] Rs1D,
	Rs2D,RdD,input[31:0]  PCD,ExtImmD,PCPlus4D,RD1D,RD2D,output RegWriteE,MemWriteE,ALUSrcE,JumpE,BranchE,JalrE,output[1:0] ResultSrcE,
	output [2:0] ALUControlE,func3E,output[4:0] Rs1E,Rs2E,RdE,output[31:0]  PCE,ExtImmE,PCPlus4E,RD1E,RD2E);
	Register		R1(clk,1'b1,sclr,RegWriteD,RegWriteE);
	Register		R2(clk,1'b1,sclr,MemWriteD,MemWriteE);
	Register		R3(clk,1'b1,sclr,JumpD,JumpE);
	Register		R4(clk,1'b1,sclr,ALUSrcD,ALUSrcE);
	Register		R5(clk,1'b1,sclr,BranchD,BranchE);
	Register		R6(clk,1'b1,sclr,JalrD,JalrE);
	Register		R7 (clk,1'b1,sclr,ResultSrcD,ResultSrcE);
	Register		R8 (clk,1'b1,sclr,ALUControlD,ALUControlE);
	Register		R9 (clk,1'b1,sclr,func3D,func3E);
	Register		R10 (clk,1'b1,sclr,Rs1D,Rs1E);
	Register		R11 (clk,1'b1,sclr,Rs2D,Rs2E);
	Register		R12 (clk,1'b1,sclr,RdD,RdE);
	Register		R13 (clk,1'b1,sclr,PCD,PCE);
	Register		R14(clk,1'b1,sclr,ExtImmD,ExtImmE);
	Register		R15(clk,1'b1,sclr,PCPlus4D,PCPlus4E);
	Register		R16(clk,1'b1,sclr,RD1D,RD1E);
	Register		R17(clk,1'b1,sclr,RD2D,RD2E);
endmodule
module EX_Mem_Regs(input clk,RegWriteE,MemWriteE,input [1:0] ResultSrcE,input[4:0] RdE,input[31:0] ALUResultE,WriteDataE,ExtImmE,
	PCPlus4E,output RegWriteM,MemWriteM,output [1:0] ResultSrcM,output[4:0] RdM,output[31:0] ALUResultM,WriteDataM,ExtImmM,
	PCPlus4M);
	Register		R18(clk,1'b1,1'b0,RegWriteE,RegWriteM);
	Register		R19(clk,1'b1,1'b0,MemWriteE,MemWriteM);
	Register		R20 (clk,1'b1,1'b0,ResultSrcE,ResultSrcM);
	Register		R21 (clk,1'b1,1'b0,RdE,RdM);
	Register		R22 (clk,1'b1,1'b0,ALUResultE,ALUResultM);
	Register		R23 (clk,1'b1,1'b0,WriteDataE,WriteDataM);
	Register		R24 (clk,1'b1,1'b0,ExtImmE,ExtImmM);
	Register		R25 (clk,1'b1,1'b0,PCPlus4E,PCPlus4M);
endmodule
module Mem_WB_Regs(input clk,RegWriteM,input[1:0] ResultSrcM,input[4:0] RdM,input[31:0]	ALUResultM,ReadDataM,ExtImmM,PCPlus4M,
	output RegWriteW,output[1:0] ResultSrcW,input[4:0] RdW,output[31:0]	ALUResultW,ReadDataW,ExtImmW,PCPlus4W);
	Register		R26(clk,1'b1,1'b0,RegWriteM,RegWriteW);
	Register		R27 (clk,1'b1,1'b0,ResultSrcM,ResultSrcW);
	Register		R28 (clk,1'b1,1'b0,RdM,RdW);
	Register		R29 (clk,1'b1,1'b0,ALUResultM,ALUResultW);
	Register		R30 (clk,1'b1,1'b0,ReadDataM,ReadDataW);
	Register		R31 (clk,1'b1,1'b0,ExtImmM,ExtImmW);
	Register		R32 (clk,1'b1,1'b0,PCPlus4M,PCPlus4W);
endmodule
```

## run.sh

```bash
#!/bin/bash
# OpenROAD 26Q1-2900-gdf79404cd8, Yosys 0.63+post, stock flow scripts
make -C /OpenROAD-flow-scripts/flow DESIGN_CONFIG=/design/flow/config.mk WORK_HOME=/design/flow/orfs finish
```

==> flow_metrics.env <==
# yosys + openroad results
export IMPL_status="complete, but fails checks"
export IMPL_violations="setup timing"
export IMPL_p_per_area_nw_per_um2=1630
export IMPL_worst_setup_path_end_kind="primary output"
export IMPL_vias=4100
export IMPL_max_freq_mhz=839
export IMPL_grt_max_degree=27
export IMPL_slew_headroom_pct=80.2
export IMPL_drt_iter0_markers=39
export IMPL_port_buffers=379
export IMPL_grt_use_total_pct=7.10
export IMPL_synth_cells=399
export IMPL_grt_pass1_vias=4424
export IMPL_final_common_cell="clkdlybuf4s50_1"
export IMPL_cts_tree="built"
export IMPL_worstPathArrival_ns=0.99
export IMPL_cts_sinks=189
export IMPL_routedWlPerCell_um=14.5
export IMPL_setup_ws_ns=-0.193
export IMPL_crit_buf_inv=1
export IMPL_area_growth_pct=78.4
export IMPL_crit_type="flip-flop to primary output"
export IMPL_hp_class="input pin to flip-flop"
export IMPL_cpMaxStageDelayCell="dfxtp_4"
export IMPL_cts_htree_levels=4
export IMPL_finalHoldViolations=0
export IMPL_firstDrtPassIters=4
export IMPL_critPathLaunch="R14.out[6]"
export IMPL_finalCritPeriodShare_pct=119
export IMPL_cts_buffers_inserted=17
export IMPL_dieHeight_um=243
export IMPL_avgSynthCellArea_sq_um=14.2
export IMPL_dp_cells=1440
export IMPL_final_antenna_net_count=0
export IMPL_cpPeakStageDelay_ns=0.41
export IMPL_cp_required_ns=0.80
export IMPL_ys_chip_area_sq_um=5650
export IMPL_grt_pass1_wl_um=30500
export IMPL_path_max_fanout=1
export IMPL_vdd_drop_max_uv=1280
export IMPL_diodes=0
export IMPL_path_clk_slew_ns=0.07
export IMPL_ys_seq_share_pct=67.0
export IMPL_clockBufferDepth=2
export IMPL_synth_cell_types=8
export IMPL_drive_gt1_share_pct=48.6
export IMPL_p_leak_nw=4.33
export IMPL_cts_setup_buffers=0
export IMPL_hold_end="R15.out[22]"
export IMPL_cp_start_kind="flip-flop"
export IMPL_antenna_found_initial=0
export IMPL_avgViaCountPerCell=2.79
export IMPL_root_buffer="clkbuf_16"
export IMPL_setup_viol=189
export IMPL_synth_flop_count=189
export IMPL_hpwlAfterDp_um=17300
export IMPL_p_total_mw=16.5
export IMPL_logic_family="simple AND/OR/NAND/NOR gates"
export IMPL_grt_setup_unrepaired="yes"
export IMPL_fin_util_pct=20.5
export IMPL_grt_overflow=0
export IMPL_finalSetupTns_ns=-16.45
export IMPL_gp_congestion=0.809
export IMPL_holdCritStartpoint="sclr"
export IMPL_xor_share_pct=0
export IMPL_wirelength_um=21300
export IMPL_crit_chain="buf_6"
export IMPL_num_io_pins=380
export IMPL_aoi_share_pct=0
export IMPL_fa_ha_area_share_pct=0
export IMPL_fp_util_pct=11.5
export IMPL_synth_area_sq_um=5650
export IMPL_whs_ns=0.0609
export IMPL_path_delay_family="flip-flops"
export IMPL_lay_top_cells="189 x clkdlybuf4s50_1, 167 x buf_2, 136 x dfxtp_1"
export IMPL_nFillCells=5358
export IMPL_hold_depth=2
export IMPL_die_w_um=243
export IMPL_simple_gate_share_pct=28.9
export IMPL_yosys_warnings=25
export IMPL_period_minus_slack_ns=1.19
export IMPL_worstMarginPinSlew_ns=0.298
export IMPL_drcViolationCount=0
export IMPL_ys_sh_mux_pct=0
export IMPL_slew_viol_final=0
export IMPL_warning_count=27
export IMPL_design_core_area_sq_um=49100
export IMPL_layout_cells_non_filler=1472
export IMPL_row_count=81
export IMPL_maxCapViolCount=0
export IMPL_dieArea_sq_um=59000
export IMPL_yosysCellCount=399
-- what timing repair did --
action	in CTS	in global routing
hold buffers	0	0
resized	681	27
pin swaps	0	0
setup endpoints to repair	189	189
-- per-layer routing --
layer / wire, um / GRT usage (%) / up-vias
met5: 0 / 0 / -
met4: 422 / 1.18 / 0
met3: 2520 / 4.06 / 23
met2: 9620 / 11.0 / 238
met1: 8780 / 8.54 / 1847
li1: - / - / 1992
-- registers in the layout, indices dropped and copies added (netlist names), 2 cells and up --
name     flops
R12.out      5
R9.out       3
R17.out     32
R11.out      5
R16.out     32
R10.out      5
R14.out     32
R13.out     32
R7.out       2
R8.out       3
R15.out     32
-- through the flow --
step / worst slack, ns / instance area [sq um]
final: -0.193 / 10100
after global routing: -0.256 / 10100
after CTS: -0.267 / 10000
after detailed placement: -0.274 / 10200
after global placement: -0.275 / 10200
after floorplan: 0.210 / 5650
-- cell families (layout without fill, tap and decap cells) --
| group | after synthesis | count (layout) |
|---|---|---|
| flip-flops | 189 | 189 |
| buffers and inverters | 21 | 430 |
| AND/OR/NAND/NOR | 189 | 189 |
-- power by group --
| group | switching (mW) | leakage (nW) | total (mW) | internal [mW] |
|---|---|---|---|---|
| clock network | 3.22 | 0.269 | 6.59 | 3.37 |
| logic | 0.503 | 2.47 | 1.82 | 1.31 |
| registers | 0.132 | 1.59 | 8.07 | 7.94 |
-- cell usage after synthesis (all sizes together) --
| cell | instances | area (sq um) |
|---|---|---|
| buf | 21 | 231 |
| dfxtp | 189 | 3780 |
| nor2b | 189 | 1630 |
-- layout make-up --
cell class	count	area [sq um]	share of cell area (%)
Sequential cell	189	3870	38.4
Timing Repair Buffer	398	3180	31.6
Multi-Input combinational cell	189	1630	16.2
Tap cell	664	831	8.24
Clock buffer	20	457	4.53
Clock inverter	12	105	1.04
-- worst max-delay path by stage --
stage | endpoint | depth (start not counted)
5_1_grt | ExtImmE[15] | 1
4_1_cts | ExtImmE[15] | 1
6_report | ExtImmE[6] | 1
No activity file was given, so power comes from the tool's default toggle rates.
