==> /design/flow/design.v <==
module And(input a,b, output out);
    C1 C1_AND(.A0(1'b0),.A1(a),.SA(b),.B0(),.B1(),.SB(),.S0(1'b0),.S1(1'b0),.F(out));
endmodule
module C1 (input A0, A1, SA, B0, B1, SB, S0, S1, output F);
	wire F1, F2, S2;
	assign F1 = (SA) ? A1 : A0;
	assign F2 = (SB) ? B1 : B0;
	assign F = (S2) ? F2 : F1;
	assign S2 = S0 | S1;
endmodule
module FA (
    input wire A,   
    input wire B,    
    input wire Cin,  
    output wire Sum,  
    output wire Cout 
);
    wire AxorB;
    wire AandB;
    wire XorAndCin;
    Xor x1(.out(AxorB), .a(A), .b(B));
    Xor x2(.out(Sum), .a(AxorB), .b(Cin));
    And a2(.out(XorAndCin), .a(AxorB), .b(Cin));
    And a3(.out(AandB), .a(A), .b(B));
    Or o1(.out(Cout),.a( XorAndCin), .b(AandB));
endmodule
module mult (input [4:0] D1 , D2 , output [9:0] out);
	wire w10 , w20 , w30 , w40;
	And and00(.a(D1[0]) , .b(D2[0]) , .out(out[0]));
	And and10(.a(D1[1]) , .b(D2[0]) , .out(w10) );
	And and20(.a(D1[2]) , .b(D2[0]) , .out(w20) );
	And and30(.a(D1[3]) , .b(D2[0]) , .out(w30) );
	NAnd nand40(.a(D1[4]) , .b(D2[0]) , .out(w40) );
	wire w01 , w11 , w21 , w31 , w41 ;
	And and01(.a(D1[0]) , .b(D2[1]) , .out(w01));
	And and11(.a(D1[1]) , .b(D2[1]) , .out(w11));
	And and21(.a(D1[2]) , .b(D2[1]) , .out(w21));
	And and31(.a(D1[3]) , .b(D2[1]) , .out(w31));
	NAnd and41(.a(D1[4]) , .b(D2[1]) , .out(w41));
	wire c10 , c11 , c12 , c13 , c14 , s11 , s12 , s13 , s14;
	FA fa01(.A(w01),.B(w10) , .Cin(1'b0) , .Sum(out[1]) , .Cout(c10));
	FA fa11(.A(w11),.B(w20) , .Cin(c10) , .Sum(s11) , .Cout(c11));
	FA fa21(.A(w21),.B(w30) , .Cin(c11) , .Sum(s12) , .Cout(c12));
	FA fa31(.A(w31),.B(w40) , .Cin(c12) , .Sum(s13) , .Cout(c13));
	FA fa41(.A(w41),.B(1'b1) , .Cin(c13) , .Sum(s14) , .Cout(c14));
	wire w02 , w12 , w22 , w32 , w42 ;
	And and02(.a(D1[0]) , .b(D2[2]) , .out(w02));
	And and12(.a(D1[1]) , .b(D2[2]) , .out(w12) );
	And and22(.a(D1[2]) , .b(D2[2]) , .out(w22) );
	And and32(.a(D1[3]) , .b(D2[2]) , .out(w32) );
	NAnd nand42(.a(D1[4]) , .b(D2[2]) , .out(w42) );
	wire c20 , c21 , c22 , c23 , c24 , s21 , s22 , s23 , s24;
	FA fa02(.A(w02),.B(s11) , .Cin(1'b0) , .Sum(out[2]) , .Cout(c20));
	FA fa12(.A(w12),.B(s12) , .Cin(c20) , .Sum(s21) , .Cout(c21));
	FA fa22(.A(w22),.B(s13) , .Cin(c21) , .Sum(s22) , .Cout(c22));
	FA fa32(.A(w32),.B(s14) , .Cin(c22) , .Sum(s23) , .Cout(c23));
	FA fa42(.A(w42),.B(c14) , .Cin(c23) , .Sum(s24) , .Cout(c24));
	wire w03 , w13 , w23 , w33 , w43 ;
	And and03(.a(D1[0]) , .b(D2[3]) , .out(w03));
	And and13(.a(D1[1]) , .b(D2[3]) , .out(w13) );
	And and23(.a(D1[2]) , .b(D2[3]) , .out(w23) );
	And and33(.a(D1[3]) , .b(D2[3]) , .out(w33) );
	NAnd nand43(.a(D1[4]) , .b(D2[3]) , .out(w43) );
	wire c30 , c31 , c32 , c33 , c34 , s31 , s32 , s33 , s34;
	FA fa03(.A(w03),.B(s21) , .Cin(1'b0) , .Sum(out[3]) , .Cout(c30));
	FA fa13(.A(w13),.B(s22) , .Cin(c30) , .Sum(s31) , .Cout(c31));
	FA fa23(.A(w23),.B(s23) , .Cin(c31) , .Sum(s32) , .Cout(c32));
	FA fa33(.A(w33),.B(s24) , .Cin(c32) , .Sum(s33) , .Cout(c33));
	FA fa43(.A(w43),.B(c24) , .Cin(c33) , .Sum(s34) , .Cout(c34));
	wire w04 , w14 , w24 , w34 , w44 ;
	NAnd and04(.a(D1[0]) , .b(D2[4]) , .out(w04));
	NAnd and14(.a(D1[1]) , .b(D2[4]) , .out(w14) );
	NAnd and24(.a(D1[2]) , .b(D2[4]) , .out(w24) );
	NAnd and34(.a(D1[3]) , .b(D2[4]) , .out(w34) );
	And nand44(.a(D1[4]) , .b(D2[4]) , .out(w44) );
	wire c40 , c41 , c42 , c43 , c44 , s41 , s42 , s43 , s44;
	FA fa04(.A(w04),.B(s31) , .Cin(1'b0) , .Sum(out[4]) , .Cout(c40));
	FA fa14(.A(w14),.B(s32) , .Cin(c40) , .Sum(out[5]) , .Cout(c41));
	FA fa24(.A(w24),.B(s33) , .Cin(c41) , .Sum(out[6]) , .Cout(c42));
	FA fa34(.A(w34),.B(s34) , .Cin(c42) , .Sum(out[7]) , .Cout(c43));
	FA fa44(.A(w44),.B(c34) , .Cin(c43) , .Sum(out[8]) , .Cout(c44));
	FA fa54(.A(c44),.B(1'b1) , .Cin(1'd0) , .Sum(out[9]) , .Cout());
endmodule
module NAnd(input a , b , output out );
	wire temp;
	And an(.a(a) , .b(b) , .out(temp) );
	Not n(.a(temp) , .out(out));
endmodule
module Not(input a,output out);
	C1 C1_NOT(.A0(1'b1),.A1(1'b0),.SA(a),.B0(),.B1(),.SB(),.S0(1'b0),.S1(1'b0),.F(out));
endmodule
module Or (input a , b, output out);
	C1 C1_OR(.A0(a), .A1(1'b1), .SA(b), .B0(),
                    .B1(), .SB(), .S0(1'b0), .S1(1'b0), .F(out));
endmodule
module Xor(input a,b,output out);
    wire not_a,not_b;
    wire and1_out,and2_out;  
    Not NOT_A(a,not_a);
    Not NOT_B(b,not_b);
    And AND1(not_a,b,and1_out);
    And AND2(a,not_b,and2_out);
    Or OR(and1_out,and2_out,out);
endmodule
==> /design/flow/run.sh <==
#!/bin/bash
# OpenROAD 26Q1-2900-gdf79404cd8, Yosys 0.63+post, stock flow scripts
make -C /OpenROAD-flow-scripts/flow DESIGN_CONFIG=/design/flow/config.mk WORK_HOME=/design/flow/orfs finish
==> /design/flow/config.mk <==
export PLATFORM = sky130hd
export DESIGN_NAME = mult
export DESIGN_NICKNAME = mult
export VERILOG_FILES = /design/flow/design.v
export SDC_FILE = /design/flow/constraint.sdc
export NUM_CORES = 4
export LEC_CHECK = 1
export CORE_AREA = 10 10 90 90
export DIE_AREA = 0 0 100 100
==> /design/flow/constraint.sdc <==
current_design mult

set clk_period 7.9
set clk_io_pct 0.2

create_clock -name clk0 -period $clk_period

set non_clock_inputs [all_inputs -no_clocks]
set_input_delay [expr $clk_period * $clk_io_pct] -clock clk0 $non_clock_inputs
set_output_delay [expr $clk_period * $clk_io_pct] -clock clk0 [all_outputs]
==> CHANGELOG.md <==
### Metrics

- Yosys cell count: between 70 and 80
- Pwr dens: 122 nW/um2
- P_int: 0.0719 mW
- FP Core Util: 10.4%
- GRT Util Overall: 2.93%
- Worst relative slew slack: about nine tenths
- Die H: 100 um
- Reg power frac: 0%
- Reg area: 0 um2
- Final slew viol count: 0
- Antenna cells: 0
- Drt via density: between 2 and 3
- Vias in the first global route: 556
- Hold Vio Cnt, Final: 0
- Residual DRC: 0
- Leak pwr: 0.434 nW
- Port Buf Inserts: 20
- Mapped cell area: ~650 um2
- Layout overhead on the synthesized area: 48.2%
- I/O pins: 20
- Core area: 6280 um2
- Routed wire length: between 1000 and 1500 um
- Synth warn: 0
- Initial antenna violation count: 0
- First-pass GRT wire length: 2420 um
- Gate Count Post-Synth: 77
- HP Class: primary input to primary output
- Drt first pass iters: 2
- Yosys cell types: 6
- Placed inst area: a little over 900 um2
- DR vias: 479
- Clock Buffer Count: 0
- Layout cells sized above 1: 35.1%
- Die width: 100 um
- Total gr overflow: 0
- Hold slack: 3920 ps
- RePlAce Congestion: 0.750
- Post-synthesis average cell area: 8.50 um2
- Clock network fraction of design power: 0%
- Part of the power in combinational logic: 100.0%
- Fmax: roughly 130 MHz
- Post-DP HPWL: 1330 um
- Worst EP arrival: 6190 ps
- Final Cycle Share: 98.3%
- Crit path max fanout: 5
- Max Cap Viol: 0
- Tally of OpenROAD warnings: 33
- Hold Buf Count CTS: 0
- DR WL/cell: between 8 and 9 um
- DRT iter0 DRCs: 4
- Worst-Margin Slew: between 150 and 200 ps
- Flops: 0
- P_sw: between 0.04 and 0.05 mW
- Yosys Chip Area: 654 um2
- Sw Share: 39.1%
- Remaining antenna violation count after routing: 0
- Finished Cell Area: 970 um2
- Type of the worst setup path: primary input to primary output
- CP Data Required Time: 6320 ps
- CP Launch Type: primary input
- Row count: 29
- Status: finished clean
- Die area: 10000 um2
- CP Capture Type: primary output
- # setup viols final: 0
- Peak supply drop: 0.0360 mV
- Pin count of the biggest net entering global routing: 6
- Unrepaired setup endpoints after global routing: true
- Min cycle time layout: just under 8000 ps
- Register share after synthesis: 0%
[critical path, stage by stage]
cell and delay (ps):
buf_8 80, and2_4 140, ha_4 120, inv_2 30
fa_2 350, fa_2 540, inv_2 40, fa_2 350
fa_2 420, inv_2 60, fa_2 180, inv_2 40
fa_2 530, inv_2 40, fa_2 380, fa_2 370
fa_2 360, inv_2 60, fa_1 390, buf_2 130
[area by class of cell]
| class | instances | area (um2) |
|---|---|---|
| inverters | 22 | 82.6 |
| repair buffers | 27 | 249 |
| multi-input cells | 45 | 542 |
| well taps | 77 | 96.3 |
| fillers | 699 | 5310 |
[power groups by stage]
stage / registers (mW) / clock network, mW / logic (mW)
CTS: 0 / 0 / 0.121
global route: 0 / 0 / 0.146
finish: 0 / 0 / 0.118
[timing repair]
item,4_1_cts,5_1_grt
gates resized,17,27
hold endpoints to repair,0,0
cloned,0,0
buffers inserted,0,1
pin swaps,11,14
setup endpoints to repair,4,3
[cells in the mapped netlist (all sizes together)]
library cell	number	area, um2
fa	15	300
inv	22	82.6
buf	10	75.1
ha	5	62.6
and2	16	100
nand2	9	33.8
[cells in the final DEF, fill, tap and decap left out]
cell type and count:
and2_1 14, and2_4 2, buf_2 1, buf_4 8, buf_6 2, buf_8 1
clkdlybuf4s50_1 12, dlygate4sd2_1 3, fa_1 4, fa_2 11, ha_1 4, ha_4 1
inv_1 15, inv_2 7, nand2_1 9
[through the flow]
| step | setup WS, ps | total power [mW] | cells | setup TNS, ps | utilization (%) |
|---|---|---|---|---|---|
| after floorplan | 32.4 | 0.0880 | 77 | 0 | - |
| after global placement | -929 | 0.130 | 170 | -2490 | 14.9 |
| after detailed placement | -950 | 0.130 | 170 | -2570 | 14.9 |
| after CTS | 21.9 | 0.121 | 170 | 0 | 14.8 |
| after global routing | -59.5 | 0.146 | 171 | -59.5 | 15.4 |
| final | 132 | 0.118 | 171 | 0 | 15.4 |
[cell families after synthesis]
family	count (synthesis)	share of synthesized area, %
adder cells (fa/ha/maj)	20	55.4
buffers and inverters	32	24.1
AND/OR/NAND/NOR	25	20.5
[per-layer routing]
| metal | GRT usage (%) | routed length (um) |
|---|---|---|
| met1 | 3.39 | 569 |
| met2 | 5.38 | 670 |
| met3 | 1.04 | 135 |
| met4 | 0 | 0 |
| met5 | 0 | 0 |
[final timing paths]
kind              cells past startpoint  startpoint     end  slack, ps
setup / recovery                     20       D2[1]  out[8]        130
hold / removal                        4       D1[0]  out[0]       3920
Power figures rest on the tool's default switching activity, not on a simulated workload.
